File: design/flow/run.sh
#!/bin/bash
# OpenROAD 26Q1-2900-gdf79404cd8, Yosys 0.63+post, stock flow scripts
make -C /OpenROAD-flow-scripts/flow DESIGN_CONFIG=/design/flow/config.mk WORK_HOME=/design/flow/orfs finish
File: design/flow/config.mk
export PLATFORM = sky130hd
export DESIGN_NAME = square
export DESIGN_NICKNAME = square
export VERILOG_FILES = /design/flow/design.v
export SDC_FILE = /design/flow/constraint.sdc
export NUM_CORES = 4
export LEC_CHECK = 1
export CORE_AREA = 10 10 70 70
export DIE_AREA = 0 0 80 80
export SYNTH_HDL_FRONTEND = slang
File: design/flow/constraint.sdc
current_design square

set clk_period 2.2
set clk_io_pct 0.2

create_clock -name clk0 -period $clk_period

set non_clock_inputs [all_inputs -no_clocks]
set_input_delay [expr $clk_period * $clk_io_pct] -clock clk0 $non_clock_inputs
set_output_delay [expr $clk_period * $clk_io_pct] -clock clk0 [all_outputs]
File: design/flow/design.v
module square (
    input [9:0] sx, sy,
    output logic [2:0] paint_rgb
    );
    localparam SQUARE_COLOR = 3'b111; 
    localparam BACKGROUND_COLOR = 3'b101;
    logic square;
    always_comb begin
        square = (sx > 220 && sx < 420) && (sy > 140 && sy < 340);
    end
    assign paint_rgb = (square) ? SQUARE_COLOR : BACKGROUND_COLOR;
endmodule
==> results.json <==
{
  "clock.fmax_mhz": 480,
  "hold_class": "in -> out",
  "fin_crit_ps": 2080,
  "ant_nets": 0,
  "hpwl_um": 641,
  "track_usage_pct": 2.01,
  "ys_cells": 21,
  "num_vias": 222,
  "status": "complete, no violations",
  "ys_area_um2": 133,
  "syn-cell-area_um2": 133,
  "antenna_found_initial": 0,
  "grt_max_degree": 4,
  "crit_chain": "dlygate4sd2_1 > or4_4 > o2111ai_2 > nand3_2 > a211oi_2 > buf_2",
  "hold_viol": 0,
  "fp_util_pct": 3.88,
  "cp_top_family": "simple AND/OR/NAND/NOR gates",
  "worst_path_largest_cell_delay_ps": 530,
  "period_used_pct": 94.7,
  "core_area_um2": 3420,
  "setup_viol": 0,
  "crit_path_end_kind": "output port",
  "grt_pass1_wl_mm": 1.09,
  "die_w_um": 80,
  "flops": 0,
  "holdPathEnd": "paint_rgb[1]",
  "ys_seq_share_pct": 0,
  "hp-start": "sx[4]",
  "placedCellCount": 87,
  "netlist_instances": 21,
  "synth_cell_types": 17,
  "area_growth_pct": 197,
  "grt_pass1_vias": 266,
  "diodes": 0,
  "fp.dieH_um": 80,
  "syn_area_per_cell_um2": 6.32,
  "met3WireLength_um": 138,
  "final.setup.tns_ps": 0,
  "vdd_drop_max_mv": 0.0491,
  "seq_area_um2": 0,
  "route.met2.wl_um": 151,
  "cap_viol_max_count": 0,
  "viasPerCell": 2.55,
  "crit_arrival_ps": 1640,
  "wl_um": 663,
  "drt_iter0_markers": 1,
  "slew_violations": 0,
  "path_buffers": 2,
  "dieArea_um2": 6400,
  "gp_congestion": 0.845,
  "routed.top_layer": "met3",
  "met1_length_um": 373,
  "fillers": 409,
  "n_clock_buffer": 0,
  "yosysWarnings": 0,
  "grt_overflow": 0,
  "warnings": 32,
  "worstPathMaxFanout": 2,
  "path_class": "in -> out",
  "startpoint_type": "primary input",
  "drc_errors": 0,
  "critPathRequiredTime_ps": 1760,
  "drt-pass1-iter-count": 2,
  "wire_per_inst_um": 7.62,
  "min_path_cells": 6,
  "drive_above_1_share_pct": 14.6,
  "worst_path_max_delay_cell": "or4_4",
  "cts_hold_buf": 0,
  "portBuffers": 21,
  "utilization_pct": 11.5,
  "fin_cells": 87,
  "rsz0062_at_grt": "false",
  "pin_count": 23,
  "post_cts_buffers": 0,
  "finalPower_w": 0.0000518,
  "powerDensity_nw_per_um2": 131,
  "placementRows": 21,
  "leakage_nw": 0.127
}
per-layer routing:
| metal | up-vias | global-route usage (%) |
|---|---|---|
| li1 | 117 | - |
| met5 | - | 0 |
| met2 | 22 | 2.01 |
| met3 | 0 | 1.36 |
| met1 | 83 | 3.30 |
| met4 | 0 | 0 |
worst min-delay path, cell delays in order:
cell	delay [ps]
dlygate4sd2_1	240
o21ai_0	80
o21ai_1	70
nand3_2	80
a211oi_2	30
buf_2	110
how the worst max path moves through the flow:
stage | cells past startpoint | startpoint | slack, ps | to
after global routing | 6 | sx[4] | 10 | paint_rgb[1]
after CTS | 6 | sx[4] | 0.7 | paint_rgb[1]
final | 6 | sx[4] | 120 | paint_rgb[1]
logic make-up after synthesis:
kind of cell,synth area share (%)
compound gates,47.2
buf+inv,17.0
other cells,2.83
simple gates,33.0
synth_stat cells:
library cell / number / area share, %
nor2_1: 1 / 2.8
o211ai_1: 1 / 5.7
or4_1: 1 / 5.7
nand2b_1: 1 / 4.7
conb_1: 1 / 2.8
nor2b_1: 1 / 4.7
o2111ai_1: 1 / 6.6
a21oi_1: 1 / 3.8
o21a_1: 1 / 5.7
nand4_1: 1 / 4.7
nand3_1: 1 / 3.8
nand2_1: 1 / 2.8
a211oi_2: 1 / 9.4
buf_4: 3 / 17
nor3_1: 1 / 3.8
a31oi_1: 1 / 4.7
o21ai_0: 3 / 11
where the power goes:
group	switching, W	internal, W	total [W]	leakage [nW]
Combinational	0.0000151	0.0000367	0.0000518	0.127
Clock	0	0	0	0
Sequential	0	0	0	0
cell type report:
type / instances / area, um2 / share of cell area, %
Tap cell: 46 / 57.6 / 14.6
Timing Repair Buffer: 22 / 208 / 52.7
Multi-Input combinational cell: 19 / 129 / 32.7
layout by cell type, fill, tap and decap left out, drive strengths merged, types with 2 or more instances in the layout:
master / netlist / final
clkdlybuf4s50: 0 / 16
dlygate4sd2: 0 / 4
o21ai: 3 / 3
conb: 1 / 2
buf: 3 / 2
stage by stage:
| stage | hold WS (ps) | worst slack [ps] | area [um2] |
|---|---|---|---|
| after detailed placement | 1890 | -559 | 389 |
| after global routing | 1550 | 9.74 | 394 |
| after floorplan | 1020 | 364 | 136 |
| after global placement | 1880 | -571 | 389 |
| final | 1490 | 118 | 394 |
| after CTS | 1560 | 0.699 | 379 |
repair_timing:
action / CTS / global route
setup endpoints to repair: 1 / 1
pin swaps: 4 / 2
gates resized: 8 / 4
No activity file was given, so power comes from the tool's default toggle rates.
