### ./run.sh
#!/bin/bash
# OpenROAD 26Q1-2900-gdf79404cd8, Yosys 0.63+post, stock flow scripts
make -C /OpenROAD-flow-scripts/flow DESIGN_CONFIG=/design/flow/config.mk WORK_HOME=/design/flow/orfs finish
### ./design.v
module message (
    input [9:0] sx, sy,
    input data_en,
    output logic [2:0] paint_rgb
    );
    localparam TEXT_COLOR = 3'b110;
    localparam BACKGROUND_COLOR = 3'b001;
    localparam bit [0:14][0:19] HELLO_WORLD_BMAP = {
        20'b1010_1110_1000_1000_0110,
        20'b1010_1000_1000_1000_1010,
        20'b1110_1100_1000_1000_1010,
        20'b1010_1000_1000_1000_1010,
        20'b1010_1110_1110_1110_1100,
        20'b0000_0000_0000_0000_0000,
        20'b1010_0110_1110_1000_1100,
        20'b1010_1010_1010_1000_1010,
        20'b1010_1010_1100_1000_1010,
        20'b1110_1010_1010_1000_1010,
        20'b1110_1100_1010_1110_1110,
        20'b0000_0000_0000_0000_0000,
        20'b0000_0000_0000_0000_0000,
        20'b0000_0000_0000_0000_0000,
        20'b0000_0000_0000_0000_0000
    };
    localparam bit [0:14][0:19] HER_BMAP = {
        20'b1010_1110_1110_0000_0000,
        20'b1010_1000_1010_0000_0000,
        20'b0100_1100_1110_0000_0000,
        20'b1010_1000_1000_0000_0000,
        20'b1010_1110_1000_0000_0000,
        20'b0000_0000_0000_0000_0000,
        20'b1110_1010_1110_1000_1000,
        20'b1010_1010_1010_1000_1000,
        20'b1010_1110_1010_1100_1000,
        20'b1010_0010_1010_1010_1000,
        20'b1010_1110_1010_1100_1000,
        20'b0000_0000_0000_0000_0000,
        20'b0000_0000_0000_0000_0000,
        20'b0000_0000_0000_0000_0000,
        20'b0000_0000_0000_0000_0000
    };
    logic msg_place;
    logic [4:0] x;   
    logic [3:0] y;   
    always_comb begin
        x = sx[9:5];     
        y = sy[8:5];     
        msg_place = (data_en) ? HER_BMAP[y][x]: 0;
    end
    assign paint_rgb = (msg_place) ? TEXT_COLOR : BACKGROUND_COLOR;
endmodule
### ./config.mk
export PLATFORM = sky130hd
export DESIGN_NAME = message
export DESIGN_NICKNAME = message
export VERILOG_FILES = /design/flow/design.v
export SDC_FILE = /design/flow/constraint.sdc
export NUM_CORES = 4
export LEC_CHECK = 1
export CORE_AREA = 10 10 70 70
export DIE_AREA = 0 0 80 80
export SYNTH_HDL_FRONTEND = slang
### ./constraint.sdc
current_design message

set clk_period 3.6
set clk_io_pct 0.2

create_clock -name clk0 -period $clk_period

set non_clock_inputs [all_inputs -no_clocks]
set_input_delay [expr $clk_period * $clk_io_pct] -clock clk0 $non_clock_inputs
set_output_delay [expr $clk_period * $clk_io_pct] -clock clk0 [all_outputs]
==> run notes <==
Quick summary of the implementation run below.

The flow ran to the end, and the final reports show no timing, DRC or antenna violations. According to the timing report, the data required time at the worst endpoint equals 2.88 ns. The number of clock buffer instances in the layout is 0. The worst-case max-slew headroom was logged as 0.785. The summed instance area of the synthesized netlist is 322 um2. The number of distinct standard cells referenced by the synthesized netlist is 32. Detailed placement finished with a half-perimeter wire length of 861 um.

The post-CTS resize count came out at 0. Using the TritonRoute via totals, the vias-per-cell ratio works out to 3.70. The fill cell instance count of the final layout came out at 412.

The fraction of the yosys area taken by sequential cells is 0. The number of standard-cell rows in the floorplan is 21. The type recorded for the worst min-delay path is in -> out. OpenSTA lists the critical path endpoint as paint_rgb[0]. The most frequently used library cell after synthesis is sky130_fd_sc_hd__nor2_1. The core outline area is 3420 um2.

The count of routing violations after the opening detailed-route iteration is 21. The critical path endpoint category is a primary output. The final weighted congestion in routability-driven placement is 0.826. The final report lists the setup-violating endpoint count as 0.

The average size of a mapped cell came out at 6.70 um2. The library cell with the largest summed area after synthesis is sky130_fd_sc_hd__buf_6. The number of instances in the synthesized netlist is 48. The register area is 0 um2. The worst path setup slack after routing came out at 0.181 ns.

The overall power of the completed layout is 0.0449 mW. The die width is 80 um. The total count of max-transition violations in the final report came out at 0. The power density of the placed cells is 95.2 nW/um2. The final critical-path share of the clock period came out at 0.950.

The worst setup path is of the in -> out kind. The element type at the critical path start is an input pin. The slew at the pin closest to its max-slew limit is 0.321 ns. The hold slack came out at 2.47 ns. The total congestion overflow is 0. The number of optimization iterations in the first detailed-route pass is 4. The critical path maximum fanout is 9. The fraction of layout instances using a drive strength above 1 came out at 0.0893. Max-cap violations in this run came to 0. The synthesized netlist was found by Yosys to have 48 cells.

The DRC violation total left in the routed layout is recorded as 0. The largest net degree at the start of global routing is 11. The wire length per cell is 9.91 um. The total via count in the routed design is 377. The final count of hold timing violations came out at 0. The number of buffers inserted to repair setup after CTS came out at 0. The number of sequential storage elements is 0. The I/O pin count is 24. The initial standard-cell utilization of the core came out at 0.0941.

The number of warnings in the stage logs is 43. During synthesis, Yosys emitted a total of 0 warnings. The largest voltage drop on the vdd net came out at 0.0000168 V. The antenna violation net count after detailed routing is 0.

The layout overhead on the synthesized area came out at 46.7%. The share of the synthesized area in the top cell type is 0.0700. Setup repair after global routing left no endpoint under its margin. For reference, the top cells by count after synthesis are 4 x sky130_fd_sc_hd__nor2_1, 3 x sky130_fd_sc_hd__a21oi_1, 3 x sky130_fd_sc_hd__nand2_1, 3 x sky130_fd_sc_hd__nor2b_1, 3 x sky130_fd_sc_hd__o21ai_0. After clock tree synthesis, the flow added hold-fix buffers numbering 0. The maximum achievable frequency came out at 293 MHz.

For reference, the critical path is launched at sy[5]. The chip area line in the Yosys stat output reads 322 um2. The total die size came out at 6400 um2. The number of global-route vias before repair came out at 373. The count of port buffers added during placement came out at 13.

The number of antenna cells inserted is 0. The time the worst path needs with I/O delays and setup came out at 3.42 ns. Setup total negative slack on the finished layout was measured at 0 ns. The wire length of the first global-routing pass came out at 1.66 mm. Summed over all cells, the static leakage comes to 0.148 nW. The overall fraction of global-route tracks in use came out at 0.0305. For reference, the top cells by area after synthesis are sky130_fd_sc_hd__buf_6 7.0%, sky130_fd_sc_hd__nor2b_1 5.8%, sky130_fd_sc_hd__o2111ai_1 5.4%, sky130_fd_sc_hd__a21oi_1 4.7%, sky130_fd_sc_hd__o21ai_0 4.7%. The floorplan die height came out at 80 um.

The pre-CTS setup slack is 0.171 ns. The number of antenna violations at the first check in global routing is 0. Per the detailed-route log, wirelength across all metal layers totals 1.01 mm. The signal arrival time at the worst endpoint is 2.70 ns.
-- report_power, final --
| part | switching, mW | internal (mW) |
|---|---|---|
| logic | 0.0198 | 0.0251 |
| registers | 0 | 0 |
| clock network | 0 | 0 |
| total | 0.0198 | 0.0251 |
-- per-layer routing --
layer,GRT usage,vias up,wire length [um]
met5,0,-,0
met4,0,0,0
met3,0.00455,0,48
met2,0.0562,12,503
met1,0.0382,168,458
li1,-,197,-
-- cell families after synthesis --
| group | after synthesis | share of synthesized area |
|---|---|---|
| AND-OR/OR-AND | 16 | 0.350 |
| buffers and inverters | 8 | 0.175 |
| AND/OR/NAND/NOR | 24 | 0.475 |
-- worst min-delay path by stage --
stage                 start           end  slack, ns  cells past startpoint
final                 sx[9]  paint_rgb[2]       2.47                      4
after global routing  sx[9]  paint_rgb[2]       2.54                      4
after CTS             sx[9]  paint_rgb[2]       2.48                      4
-- area by class of cell --
cell class,instances,area [um2],share of cell area
Multi-Input combinational cell,40,265,0.562
Timing Repair Buffer,15,145,0.308
Tap cell,46,57.6,0.122
Inverter,1,3.75,0.00796
-- through the flow --
step | area [um2] | instances | util
global placement | 472 | 102 | 0.138
global route | 472 | 102 | 0.138
floorplan | 322 | 48 | -
detailed placement | 472 | 102 | 0.138
CTS | 472 | 102 | 0.138
finish | 472 | 102 | 0.138
-- critical path, cell delays in order --
cell                              delay (ns)
sky130_fd_sc_hd__clkdlybuf4s50_1        0.56
sky130_fd_sc_hd__nor4b_2                0.32
sky130_fd_sc_hd__a21oi_1                0.06
sky130_fd_sc_hd__a211o_1                0.31
sky130_fd_sc_hd__nand4b_1               0.11
sky130_fd_sc_hd__and3_1                 0.15
sky130_fd_sc_hd__clkdlybuf4s50_1        0.47
-- cell usage in the layout, fill, tap and decap left out, drive strengths merged, types with 2 or more instances in the layout --
cell type,netlist,layout
clkdlybuf4s50,0,13
nor2,4,4
nor2b,3,3
nand2,3,3
o21ai,3,3
a21oi,3,3
nand2b,2,2
o2111ai,2,2
buf,6,2
Power and IR drop assume default switching activity.
