## ./config.mk

```make
export PLATFORM = sky130hd
export DESIGN_NAME = top
export DESIGN_NICKNAME = top
export VERILOG_FILES = /design/flow/design.v
export SDC_FILE = /design/flow/constraint.sdc
export NUM_CORES = 4
export LEC_CHECK = 1
export CORE_UTILIZATION = 30
export SYNTH_HDL_FRONTEND = slang
```

## ./constraint.sdc

```tcl
current_design top

set clk_period 1.0
set clk_io_pct 0.2

create_clock -name clk0 -period $clk_period [get_ports {clk}]

set non_clock_inputs [all_inputs -no_clocks]
set_input_delay [expr $clk_period * $clk_io_pct] -clock clk0 $non_clock_inputs
set_output_delay [expr $clk_period * $clk_io_pct] -clock clk0 [all_outputs]
```

## ./design.v

```verilog
module clock_480p (
    input wire clk,
    input wire reset,
    output logic clk_pixel
    );
    localparam BOARD_CLK_MHZ = 50;
    localparam VGA_PIXEL_CLOCK_MHZ = 25;
    localparam COUNTER_VALUE = (BOARD_CLK_MHZ / VGA_PIXEL_CLOCK_MHZ) - 1;
    logic [3:0] clk_en_cnt;
    logic clk_en;
    always_ff @(posedge clk or posedge reset) begin
        if (reset) begin
            clk_en_cnt <= 3'b0;
            clk_en <= 1'b0;
        end else begin
            if (clk_en_cnt == COUNTER_VALUE) begin 
            	clk_en_cnt <= 3'b0;
            	clk_en <= 1'b1;
            end else begin
            	clk_en_cnt <= clk_en_cnt + 1;
            	clk_en <= 1'b0;
            end
        end
    end
    assign clk_pixel = clk_en;
endmodule
module much_message (
    input [9:0] sx, sy,
    input data_en,
    input clk_pix,  
    input rst,
    output logic [2:0] paint_rgb
    );
    localparam TEXT_COLOR = 3'b110;
    localparam BACKGROUND_COLOR = 3'b001;
    localparam bit [0:14][0:59] HER_BMAP = {
        60'b0000_0000_0000_0000_0000_0000_0000_0000_0000_0000_0000_0000_0000_0000_0000,
        60'b0000_0000_0000_0000_0000_0000_0000_0000_0000_0000_0000_0000_0000_0000_0000,
        60'b0000_0000_0000_0000_0000_0000_0000_0000_0000_0000_0000_0000_0000_0000_0000,
        60'b0000_0000_0000_0000_0000_0000_0000_0000_0000_0000_0000_0000_0000_0000_0000,
        60'b0000_0000_0000_0000_0000_0110_0000_1110_1110_1110_1010_0000_0000_0000_0000,
        60'b0000_0000_0000_0000_0000_1010_0000_1000_1000_1000_1010_0000_0000_0000_0000,
        60'b0000_0000_0000_0000_0000_0110_0000_1110_1110_1000_1110_0000_0000_0000_0000,
        60'b0000_0000_0000_0000_0000_1010_0000_1010_1000_1000_0100_0000_0000_0000_0000,
        60'b0000_0000_0000_0000_0000_1010_0000_1110_1110_1000_1000_0000_0000_0000_0000,
        60'b0000_0000_0000_0000_0000_0000_0000_0000_0000_0000_0000_0000_0000_0000_0000,
        60'b0000_0000_0000_0000_0000_0000_0000_0000_0000_0000_0000_0000_0000_0000_0000,
        60'b0000_0000_0000_0000_0000_0000_0000_0000_0000_0000_0000_0000_0000_0000_0000,
        60'b0000_0000_0000_0000_0000_0000_0000_0000_0000_0000_0000_0000_0000_0000_0000,
        60'b0000_0000_0000_0000_0000_0000_0000_0000_0000_0000_0000_0000_0000_0000_0000,
        60'b0000_0000_0000_0000_0000_0000_0000_0000_0000_0000_0000_0000_0000_0000_0000
    };
    localparam PAINT_FREQ_HZ = 10;
    localparam CONTER_LEN = $clog2(25_000_000 / PAINT_FREQ_HZ);
    logic [CONTER_LEN - 1:0] cnt_for_enbl;
    always_ff @(posedge clk_pix or posedge rst) begin
        if (rst) cnt_for_enbl <= 'b0;
        else cnt_for_enbl <= cnt_for_enbl + 'b1;
    end
    wire banner_clk = (cnt_for_enbl == {CONTER_LEN{1'b0}});
    logic [5:0] shift_counter;
    always_ff @(posedge clk_pix or posedge rst) begin
        if (rst) shift_counter <= 'b0;
        else if (banner_clk) 
            shift_counter <= shift_counter + 'b1;
        else if(shift_counter == 6'd40) shift_counter <= 'b0;
    end
    logic msg_place;
    logic [4:0] x;   
    logic [3:0] y;   
    always_comb begin
        x = sx[9:5];     
        y = sy[8:5];     
        msg_place = (data_en) ? HER_BMAP[y][x + shift_counter]: 0;
    end
    assign paint_rgb = (msg_place) ? TEXT_COLOR : BACKGROUND_COLOR;
endmodule
module simple_480p (
    input wire clk_pix,
    input wire rst,
    output logic [9:0] sx,  
    output logic [9:0] sy,  
    output logic hsync,
    output logic vsync,
    output logic data_en
    );
    localparam HA_END = 640 - 1;        
    localparam HS_STA = HA_END + 16;    
    localparam HS_END = HS_STA + 96;    
    localparam FULL_LINE   = 799;            
    localparam VA_END = 480 - 1;        
    localparam VS_STA = VA_END + 10;    
    localparam VS_END = VS_STA + 2;     
    localparam FULL_SCREEN = 524;            
    always_comb begin
        hsync = ~(sx >= HS_STA && sx < HS_END);  
        vsync = ~(sy >= VS_STA && sy < VS_END);
        data_en = (sx <= HA_END && sy <= VA_END);
    end
    always_ff @(posedge clk_pix or posedge rst) begin
        if (rst) begin
            sx <= 0;
            sy <= 0;
        end else if (sx == FULL_LINE) begin  
            sx <= 0;
            sy <= (sy == FULL_SCREEN) ? 0 : sy + 1;  
        end else begin
            sx <= sx + 1;
        end
    end
endmodule
module top (
    input clk,                   
    input rst_n,                   
    output logic vga_hs,            
    output logic vga_vs,            
    output logic [4:0] vga_r,
    output logic [5:0] vga_g,
    output logic [4:0] vga_b
    );
    wire rst = ~rst_n;
    logic clk_pixel;
    clock_480p current_pix_clock (
        .clk(clk),
        .reset(rst),
        .clk_pixel(clk_pixel)
    );
    logic [9:0] sx, sy;
    logic hsync, vsync, data_en;
    simple_480p sync_generator (
        .clk_pix(clk_pixel),
        .rst(rst),
        .sx(sx),
        .sy(sy),
        .hsync,
        .vsync,
        .data_en
    );
    logic [2:0] paint_rgb, display_rgb;
    much_message crrnt_msg (
        .sx,
        .sy,
        .data_en,
        .clk_pix(clk_pixel),
        .rst,
        .paint_rgb
    );
    assign display_rgb = (data_en) ? paint_rgb : 3'b000;
    always_ff @(posedge clk_pixel or posedge rst) begin
        if (rst) begin
            vga_hs <= 1'b0;
            vga_vs <= 1'b0;
            vga_r <= 'b0;
            vga_g <= 'b0;
            vga_b <= 'b0;
        end else begin
            vga_hs <= hsync;
            vga_vs <= vsync;
            vga_r <= {4{display_rgb[0]}};
            vga_g <= {5{display_rgb[1]}};
            vga_b <= {4{display_rgb[2]}};
        end
    end
endmodule
```

## ./run.sh

```bash
#!/bin/bash
# OpenROAD 26Q1-2900-gdf79404cd8, Yosys 0.63+post, stock flow scripts
make -C /OpenROAD-flow-scripts/flow DESIGN_CONFIG=/design/flow/config.mk WORK_HOME=/design/flow/orfs finish
```

==> results.yml <==
# implementation run metrics
worst_setup_path:
  crit_chain: "nand2b_1 -> o21ai_0"
  crit_arrival_ns: 0.93
  path_delay_family: "flip-flops"
  cp-end-kind: "register"
  max_stage_delay_ns: 0.40
  cp_max_fo: 4
  worst_path_max_delay_cell: "dfrtp_1"
  cp.required_ns: 1.13
  path_class: "reg -> reg"
  setup.worst_path.start_class: "register"
  crit_buf_inv: 0
power:
  total_power_mw: 0.607
  p_leak_nw: 1.49
  power.density_nw_per_um2: 175
  max-vdd-ir-drop_mv: 0.520
timing:
  unclocked_pins: 52
  slew_headroom_pct: 57.6
  tightest_slew_ns: 0.636
  hold_violations: 0
  rsz0062_at_grt: "false"
  whs_ns: 0.331
  worst_slack_ns: 0.202
  fin_skew_ns: 0.000881
  clock.fmax_ghz: 1.25
  untimed_endpoints: 67
  slew_violations: 0
  finalCriticalPeriod_ns: 0.798
  setup_tns_ns: 0
  setup_viol: 0
  layout_worst_path_cycle_share_pct: 79.8
global_route:
  grt_max_degree: 53
  grt_overflow: 0
  grt_pass1_wl_um: 9360
  grt_pass1_vias: 2016
  grt_antenna_before_repair: 0
  grt_use_total_pct: 10.1
cts:
  clock_latency_ns: 0.21
  clkTransAtPathRegs_ns: 0.03
  cts_buffer_depth: 2
  cts_tree: "yes"
  cts_buffers: 3
  htreeDepth: 1
  cts-root-buf: "clkbuf_8"
synth:
  ys.flops: 57
  syn_inst: 333
  syn_avg_cell_area_um2: 9.65
  top_cells_by_area: "dfrtp_1 (44%), xnor2_1 (6.8%), ha_1 (5.1%)"
  flop_cell: "dfrtp_1"
  ys_seq_share_pct: 44.4
  edf_count: 0
  ys_warn_count: 0
  synthArstFlopShare_pct: 100
  syn_area_um2: 3210
  top_area_cell: "dfrtp_1"
  yosysCellCount: 333
  top_area_share_pct: 44.4
  ys_area_um2: 3210
  ys_types: 56
floorplan:
  core_area_um2: 10400
  pin_count: 20
  fp_util_pct: 31.0
  rows: 37
  fp.dieW_um: 105
  dieArea_um2: 11100
  die_h_um: 105
job:
  warnings: 29
  cap_violations: 0
detailed_routing:
  dr.pass1.iters: 4
  post_drt_wl_per_cell_um: 11.0
  viasPerCell: 4.67
  wl_um: 5200
  drc: 0
  drt_iter0_drc: 118
  ant_nets: 0
  n_antenna_cell: 0
  via_count: 2198
cells_and_area:
  area_growth_pct: 7.99
  drive_above_1_share_pct: 4.78
  flop_area_um2: 1430
  stdcell_count: 471
  n_fill_cell: 1070
  fin_util_pct: 33.4
  logic_area_um2: 1590
  final_area_um2: 3470
place:
  place_ws_ns: 0.210
  gp_congestion: 0.833
  dp.cells: 466
  numPortBuffers: 16
  detailed_place.area_um2: 3410
  hpwl_um: 3800
hold_path:
  min_path_type: "in -> async"
status:
  status: "complete, no violations"
## placed cells by master, fill, tap and decap left out, drive strengths merged, types with 3 or more instances in the layout
master | Yosys | layout
o31ai | 4 | 4
nor3 | 7 | 7
and2 | 3 | 3
nor2 | 20 | 20
o21ai | 24 | 24
nand2 | 33 | 33
clkbuf | 5 | 4
xor2 | 10 | 10
inv | 13 | 13
xnor2 | 25 | 25
nand2b | 4 | 4
nand3 | 25 | 25
buf | 19 | 4
dfrtp | 57 | 57
nor3b | 4 | 4
ha | 13 | 13
a2111oi | 3 | 3
nor4b | 3 | 3
clkdlybuf4s50 | 0 | 15
nor2b | 3 | 3
a21oi | 4 | 4
nand4 | 7 | 7
nor4 | 4 | 4
and3 | 15 | 15
conb | 1 | 3
## per-layer routing
layer  up-vias  routed length [µm]  global-route usage [%]
met5         -                   0                       0
met4         0                  70                    1.21
met3         2                  43                   0.568
met2         8                2220                    14.8
met1      1034                2870                    17.3
li1       1154                   -                       -
## Yosys cell counts (2+ instances only)
library cell and n:
a21o_1 2, a21oi_1 4, a31oi_1 2, a41oi_1 2, and2_1 3, and3_1 15
buf_2 3, buf_4 14, clkbuf_1 5, dfrtp_1 57, ha_1 13, inv_1 13
mux2i_1 2, nand2_1 33, nand2b_1 4, nand3_1 25, nand4_1 7, nor2_1 20
nor2b_1 3, nor3_1 6, nor3b_1 3, nor4_1 3, nor4b_1 3, o21ai_0 22
o31ai_1 4, or3_1 2, xnor2_1 25, xor2_1 10
## worst paths after layout
check	start	to	cells after the start	slack [ns]
worst max-delay path	current_pix_clock.clk_en_cnt[1]	current_pix_clock.clk_en_cnt[1]	2	0.20
worst max register to register	current_pix_clock.clk_en_cnt[1]	current_pix_clock.clk_en_cnt[1]	2	0.20
worst min register to register	current_pix_clock.clk_en_cnt[3]	current_pix_clock.clk_pixel	1	0.49
max in group asynchronous	rst_n	current_pix_clock.clk_en_cnt[0]	2	0.54
worst min-delay path	rst_n	current_pix_clock.clk_en_cnt[1]	2	0.33
min in group clk0	current_pix_clock.clk_en_cnt[3]	current_pix_clock.clk_pixel	1	0.49
## power breakdown
group | switching, mW | leakage [nW] | total, mW | internal [mW]
sequential | 0 | 0.755 | 0.202 | 0.202
combinational | 0.0424 | 0.711 | 0.0488 | 0.00644
clock | 0.0841 | 0.0228 | 0.356 | 0.272
## repair_timing
item | in CTS | in global routing
endpoints found under the hold margin | 5 | 0
gates resized | 0 | 0
hold buffers | 1 | 0
setup buffers | 0 | 0
## final cells by class
| cell class | instances | share of cell area (%) |
|---|---|---|
| Clock buffer | 4 | 1.30 |
| Inverter | 13 | 1.41 |
| Multi-Input combinational cell | 241 | 45.9 |
| Sequential cell | 57 | 41.1 |
| Tap cell | 136 | 4.91 |
| Timing Repair Buffer | 20 | 5.41 |
## sequential cells by signal (all words and copies together), names as in the netlist, 4 cells and up
register and cells:
current_pix_clock.clk_en_cnt 4, sync_generator.sy 10, crrnt_msg.cnt_for_enbl 22, sync_generator.sx 10
crrnt_msg.shift_counter 6
## logic make-up (layout without fill, tap and decap cells)
family,Yosys count,count (layout),share of synthesized area [%]
fa+ha+maj,14,14,5.69
other cells,1,3,0.117
xor+xnor,35,35,9.54
simple gates,136,136,22.4
compound gates,51,51,10.9
mux,2,2,0.623
flops,57,57,44.4
buf+inv,37,37,6.31
No activity file was given, so power comes from the tool's default toggle rates.
